File: flow/constraint.sdc
current_design mkHardware

set clk_period 5.4
set clk_io_pct 0.2

create_clock -name clk0 -period $clk_period [get_ports {CLK}]

set non_clock_inputs [all_inputs -no_clocks]
set_input_delay [expr $clk_period * $clk_io_pct] -clock clk0 $non_clock_inputs
set_output_delay [expr $clk_period * $clk_io_pct] -clock clk0 [all_outputs]
File: flow/config.mk
export PLATFORM = sky130hd
export DESIGN_NAME = mkHardware
export DESIGN_NICKNAME = mkHardware
export VERILOG_FILES = /design/flow/design.v
export SDC_FILE = /design/flow/constraint.sdc
export NUM_CORES = 4
export LEC_CHECK = 1
export CORE_UTILIZATION = 50
File: flow/design.v
module mkCpu(put_datas,clk,reset,get,RDY_get,EN_get,RDY_put,EN_put);
input clk;
input reset;
input EN_get;
input EN_put;
(*keep = "True"*)input [31:0] put_datas;
output wire RDY_get;
output wire RDY_put;
output [31:0] get;
wire [31:0] get;
reg [5:0] cnt_in;
reg [31:0] in_arr [5:0];
reg [31:0] out_arr [5:0];
reg [5:0] cnt_out;
reg [31:0] out;
reg out_ready;
reg [2:0] next_state;
reg [2:0] state;
localparam Accumulate = 0;
localparam Compute = 1;
localparam Flush = 2;
   // synopsys translate_off
   initial
     begin
        cnt_in<= 1'b0;
        out<=0;
        out_ready<=1'b0;
     end  
   // synopsys translate_on
always @(posedge clk )begin
if (reset == 1'b0)
        begin
           cnt_in<= 1'b0;
           cnt_out<= 1'b0;
           out<= 32'b0;
           out_ready<= 1'b0;
           state<=Accumulate;
           next_state<=Accumulate;
        end  
  else begin
    state <= next_state;
  end
end
always@(*)begin
  if(!reset) begin
  end
  else begin
  case(state)
        Accumulate:
            begin
                if(EN_put && RDY_put && cnt_in<5)begin
                    next_state=Accumulate;
                end
                else if(cnt_in==5)begin
                    next_state=Compute;
                end
            end
        Compute:
            begin
                next_state=Flush;
            end
        Flush:
          begin
              if(EN_get && cnt_out<6)begin
                  next_state=Flush;
              end
              if(EN_get && cnt_out==6) begin
                  next_state=Accumulate;
              end
          end
      endcase
    end
  end
always @(posedge clk)begin
case(state)
    Accumulate:
     begin
        if(EN_put && RDY_put && cnt_in<6)begin
            cnt_in<=cnt_in+1;
            in_arr[cnt_in]<=put_datas;
        end
     end
    Compute:
        begin
            out_arr[0]<=in_arr[0]+10;
            out_arr[1]<=in_arr[1]+10;
            out_arr[2]<=in_arr[2]+10;
            out_arr[3]<=in_arr[3]+10;
            out_arr[4]<=in_arr[4]+10;
            out_arr[5]<=in_arr[5]+10;
        end
    Flush:
        begin
              out<=out_arr[cnt_out];
              if(cnt_out==5)
                out_ready<=0;
              else if(cnt_out<5)begin
                out_ready<=1;
                cnt_out<=cnt_out+1;
              end
        end
  endcase
end
assign RDY_put = 1; 
assign RDY_get = out_ready;
assign get = out;
endmodule
module FIFO2(CLK,
             RST,
             D_IN,
             ENQ,
             FULL_N,
             D_OUT,
             DEQ,
             EMPTY_N,
             CLR);
   parameter width = 1;
   parameter guarded = 1;
   input     CLK ;
   input     RST ;
   input [width - 1 : 0] D_IN;
   input                 ENQ;
   input                 DEQ;
   input                 CLR ;
   output                FULL_N;
   output                EMPTY_N;
   output [width - 1 : 0] D_OUT;
   reg                    full_reg;
   reg                    empty_reg;
   reg [width - 1 : 0]    data0_reg;
   reg [width - 1 : 0]    data1_reg;
   assign                 FULL_N = full_reg ;
   assign                 EMPTY_N = empty_reg ;
   assign                 D_OUT = data0_reg ;
   wire                   d0di = (ENQ && ! empty_reg ) || ( ENQ && DEQ && full_reg ) ;
   wire                   d0d1 = DEQ && ! full_reg ;
   wire                   d0h = ((! DEQ) && (! ENQ )) || (!DEQ && empty_reg ) || ( ! ENQ &&full_reg) ;
   wire                   d1di = ENQ & empty_reg ;
   // synopsys translate_off
   initial
     begin
        data0_reg   = {((width + 1)/2) {2'b10}} ;
        data1_reg  = {((width + 1)/2) {2'b10}} ;
        empty_reg = 1'b0;
        full_reg  = 1'b1;
     end  
   // synopsys translate_on
   always@(posedge CLK )
     begin
        if (RST == 1'b0)
          begin
             empty_reg <=  1'b0;
             full_reg  <=  1'b1;
          end  
        else
          begin
             if (CLR)
               begin
                  empty_reg <=  1'b0;
                  full_reg  <=  1'b1;
               end  
             else if ( ENQ && ! DEQ )  
               begin
                  empty_reg <=  1'b1;
                  full_reg <=  ! empty_reg ;
               end
             else if ( DEQ && ! ENQ )
               begin
                  full_reg  <=  1'b1;
                  empty_reg <=  ! full_reg;
               end  
          end  
     end  
   always@(posedge CLK )
     begin
          begin
             data0_reg  <= 
                           {width{d0di}} & D_IN | {width{d0d1}} & data1_reg | {width{d0h}} & data0_reg ;
             data1_reg <= 
                          d1di ? D_IN : data1_reg ;
          end  
     end  
   // synopsys translate_off
   always@(posedge CLK)
     begin: error_checks
        reg deqerror, enqerror ;
        deqerror =  0;
        enqerror = 0;
        if (RST == ! 1'b0)
          begin
             if ( ! empty_reg && DEQ )
               begin
                  deqerror =  1;
                  $display( "Warning: FIFO2: %m -- Dequeuing from empty fifo" ) ;
               end
             if ( ! full_reg && ENQ && (!DEQ || guarded) )
               begin
                  enqerror = 1;
                  $display( "Warning: FIFO2: %m -- Enqueuing to a full fifo" ) ;
               end
          end
     end  
   // synopsys translate_on
endmodule
module mkHardware(CLK,
		  RST_N,
		  EN_get,
		  get,
		  RDY_get,
		  put_datas,
		  EN_put,
		  RDY_put);
  input  CLK;
  input  RST_N;
  input  EN_get;
  output [31 : 0] get;
  output RDY_get;
  input  [31 : 0] put_datas;
  input  EN_put;
  output RDY_put;
  wire [31 : 0] get;
  wire RDY_get, RDY_put;
  reg [31 : 0] clk;
  wire [31 : 0] clk$D_IN;
  wire clk$EN;
  reg [31 : 0] count;
  wire [31 : 0] count$D_IN;
  wire count$EN;
  reg [31 : 0] send;
  wire [31 : 0] send$D_IN;
  wire send$EN;
  wire [31 : 0] dut$get, dut$put_datas;
  wire dut$EN_get, dut$EN_put, dut$RDY_get, dut$RDY_put;
  wire [31 : 0] in_fifo$D_IN, in_fifo$D_OUT;
  wire in_fifo$CLR, in_fifo$DEQ, in_fifo$EMPTY_N, in_fifo$ENQ, in_fifo$FULL_N;
  wire [31 : 0] outQ$D_IN, outQ$D_OUT;
  wire outQ$CLR, outQ$DEQ, outQ$EMPTY_N, outQ$ENQ, outQ$FULL_N;
  assign get = outQ$D_OUT ;
  assign RDY_get = send < 32'd6 && outQ$EMPTY_N ;
  assign RDY_put = count < 32'd6 && in_fifo$FULL_N ;
  mkCpu dut(.clk(CLK),
	    .reset(RST_N),
	    .put_datas(dut$put_datas),
	    .EN_put(dut$EN_put),
	    .EN_get(dut$EN_get),
	    .RDY_put(dut$RDY_put),
	    .get(dut$get),
	    .RDY_get(dut$RDY_get));
  FIFO2 #(.width(32'd32), .guarded(32'd1)) in_fifo(.RST(RST_N),
						   .CLK(CLK),
						   .D_IN(in_fifo$D_IN),
						   .ENQ(in_fifo$ENQ),
						   .DEQ(in_fifo$DEQ),
						   .CLR(in_fifo$CLR),
						   .D_OUT(in_fifo$D_OUT),
						   .FULL_N(in_fifo$FULL_N),
						   .EMPTY_N(in_fifo$EMPTY_N));
  FIFO2 #(.width(32'd32), .guarded(32'd1)) outQ(.RST(RST_N),
						.CLK(CLK),
						.D_IN(outQ$D_IN),
						.ENQ(outQ$ENQ),
						.DEQ(outQ$DEQ),
						.CLR(outQ$CLR),
						.D_OUT(outQ$D_OUT),
						.FULL_N(outQ$FULL_N),
						.EMPTY_N(outQ$EMPTY_N));
  assign clk$D_IN = clk + 32'd1 ;
  assign clk$EN = 1'd1 ;
  assign count$D_IN = count + 32'd1 ;
  assign count$EN = EN_put ;
  assign send$D_IN = send + 32'd1 ;
  assign send$EN = EN_get ;
  assign dut$put_datas = in_fifo$D_OUT ;
  assign dut$EN_put = dut$RDY_put && in_fifo$EMPTY_N ;
  assign dut$EN_get = dut$RDY_get && outQ$FULL_N ;
  assign in_fifo$D_IN = put_datas ;
  assign in_fifo$ENQ = EN_put ;
  assign in_fifo$DEQ = dut$RDY_put && in_fifo$EMPTY_N ;
  assign in_fifo$CLR = 1'b0 ;
  assign outQ$D_IN = dut$get ;
  assign outQ$ENQ = dut$RDY_get && outQ$FULL_N ;
  assign outQ$DEQ = EN_get ;
  assign outQ$CLR = 1'b0 ;
  always@(posedge CLK)
  begin
    if (RST_N == 1'b0)
      begin
        clk <=  32'd0;
	count <=  32'd0;
	send <=  32'd0;
      end
    else
      begin
        if (clk$EN) clk <=  clk$D_IN;
	if (count$EN) count <=  count$D_IN;
	if (send$EN) send <=  send$D_IN;
      end
  end
  // synopsys translate_off
  initial
  begin
    clk = 32'hAAAAAAAA;
    count = 32'hAAAAAAAA;
    send = 32'hAAAAAAAA;
  end
  // synopsys translate_on
endmodule   
File: flow/run.sh
#!/bin/bash
# OpenROAD 26Q1-2900-gdf79404cd8, Yosys 0.63+post, stock flow scripts
make -C /OpenROAD-flow-scripts/flow DESIGN_CONFIG=/design/flow/config.mk WORK_HOME=/design/flow/orfs finish
==> node_exporter_impl.prom <==
# HELP chip_impl_metric Synthesis and place-and-route metrics
# TYPE chip_impl_metric gauge
chip_impl_info{name="run_status",value="finished, final reports clean"} 1
chip_impl_metric{name="port-buffer-count",unit=""} 3
chip_impl_metric{name="routed-via-count",unit=""} 1617
chip_impl_metric{name="drv.max_cap_violation_count",unit=""} 0
chip_impl_metric{name="antenna_found_initial",unit=""} 0
chip_impl_metric{name="path_depth",unit=""} 5
chip_impl_info{name="cp_cell_sequence",value="clkdlybuf4s50_1, nand2_4, or4_4, or4_1, a21oi_1"} 1
chip_impl_metric{name="flow.area_growth_from_synthesis",unit="%"} 0.189
chip_impl_metric{name="drt-initial-drc-count",unit=""} 113
chip_impl_metric{name="fmaxAchievable",unit="MHz"} 324
chip_impl_metric{name="hold_slack",unit="ps"} 494
chip_impl_metric{name="max-slew-margin-rel",unit="%"} 65.7
chip_impl_metric{name="worstMarginPinSlew",unit="ps"} 513
chip_impl_metric{name="synthesis.area",unit="sq um"} 1990
chip_impl_info{name="cpLargestDelayFamily",value="simple AND/OR/NAND/NOR gates"} 1
chip_impl_info{name="critPathCaptureType",value="flip-flop"} 1
chip_impl_metric{name="cts_repair_resize_count",unit=""} 0
chip_impl_metric{name="pre_cts_slack",unit="ps"} 2040
chip_impl_metric{name="finalSetupTns",unit="ps"} 0
chip_impl_metric{name="report.final.slew_viol_count",unit=""} 0
chip_impl_metric{name="clk-insertion-delay-late",unit="ps"} 280
chip_impl_info{name="critPathSlowestCell",value="sky130_fd_sc_hd__clkdlybuf4s50_1"} 1
chip_impl_metric{name="fill_cells",unit=""} 337
chip_impl_metric{name="die.size.y",unit="um"} 65.1
chip_impl_metric{name="clock-skew-final",unit="ps"} 4.38
chip_impl_metric{name="numClockSinks",unit=""} 34
chip_impl_info{name="startpoint_type",value="input pin"} 1
chip_impl_metric{name="htree_levels",unit=""} 2
chip_impl_metric{name="drtAntennaViolNets",unit=""} 0
chip_impl_metric{name="cts_setup_buffers",unit=""} 0
chip_impl_metric{name="count_of_endpoints_failing_hold_in_the_final_timing_report",unit=""} 0
chip_impl_metric{name="worstHoldPathCells",unit=""} 2
chip_impl_metric{name="clk_path_buf_depth",unit=""} 2
chip_impl_metric{name="first_pass_iters",unit=""} 4
chip_impl_metric{name="synthesis.area_per_instance",unit="sq um"} 8.32
chip_impl_metric{name="place_hpwl",unit="mm"} 2.46
chip_impl_metric{name="required_worst_endpoint",unit="ps"} 5620
chip_impl_metric{name="crit_path_max_fanout",unit=""} 30
chip_impl_metric{name="cp_num_buf_inv",unit=""} 1
chip_impl_metric{name="aggregate_routed_wire_length",unit="mm"} 3.66
chip_impl_metric{name="power.leakage",unit="uW"} 0.000697
chip_impl_metric{name="power_density",unit="nW/um^2"} 234
chip_impl_metric{name="post_drt_via_cell_ratio",unit=""} 5.63
chip_impl_metric{name="avgRoutedWirePerCell",unit="um"} 12.7
chip_impl_info{name="worstSetupPathType",value="in2reg"} 1
chip_impl_metric{name="setup_viol",unit=""} 0
chip_impl_metric{name="worstPathArrival",unit="ps"} 3300
chip_impl_metric{name="drive_gt1_share",unit="%"} 5.44
chip_impl_metric{name="largest_reg_flops",unit=""} 32
chip_impl_info{name="hold_crit_class",value="reg2reg"} 1
chip_impl_info{name="layout_top_cells",value="sky130_fd_sc_hd__dfxtp_1 (34), sky130_fd_sc_hd__conb_1 (33), sky130_fd_sc_hd__a21oi_1 (18), sky130_fd_sc_hd__nand4_1 (15), sky130_fd_sc_hd__nor2_1 (15)"} 1
chip_impl_metric{name="final_core_utilization",unit="%"} 53.2
chip_impl_metric{name="cts_inserted_buffers",unit=""} 5
chip_impl_metric{name="drcViolationCount",unit=""} 0
chip_impl_metric{name="cp_slowest_stage_delay",unit="ps"} 790
chip_impl_info{name="layout_top_cell_excl_fill_tap",value="sky130_fd_sc_hd__dfxtp_1"} 1
chip_impl_metric{name="place.gp.congestion",unit=""} 0.861
chip_impl_metric{name="openroad_warnings",unit=""} 61
chip_impl_info{name="cts_tree",value="yes"} 1
chip_impl_metric{name="first_pass_grt_wire_length",unit="mm"} 6.35
chip_impl_metric{name="vdd_drop_max",unit="mV"} 0.135
chip_impl_metric{name="grt_max_degree",unit=""} 31
chip_impl_metric{name="placementRows",unit=""} 22
chip_impl_metric{name="first_global_vias",unit=""} 1383
chip_impl_metric{name="path_clk_slew",unit="ps"} 70
chip_impl_metric{name="syn_inst",unit=""} 239
chip_impl_info{name="grt_setup_unrepaired",value="false"} 1
chip_impl_metric{name="core_box_area",unit="sq um"} 3740
chip_impl_metric{name="grt_usage",unit="%"} 19.6
chip_impl_metric{name="floorplanUtilization",unit="%"} 53.1
chip_impl_metric{name="floorplan.io_pins",unit=""} 70
chip_impl_metric{name="insertedDiodeCount",unit=""} 0
chip_impl_metric{name="layout_min_cycle_time",unit="ps"} 3080
chip_impl_metric{name="fp.dieW",unit="um"} 65.1
chip_impl_info{name="clock-root-buffer",value="sky130_fd_sc_hd__clkbuf_8"} 1
chip_impl_metric{name="grt-ovfl-total",unit=""} 0
chip_impl_metric{name="area_enclosed_by_the_die_boundary",unit="sq um"} 4230
chip_impl_metric{name="timing.final.ws_setup",unit="ps"} 2320
chip_impl_metric{name="post_cts_hold_buffer_count",unit=""} 0
chip_impl_metric{name="layout_worst_path_cycle_share",unit="%"} 57.1
chip_impl_metric{name="number_of_cells_on_the_worst_reg_to_reg_path",unit=""} 4
chip_impl_metric{name="synth.yosys.warnings",unit=""} 86
tightest hold or removal path, stage by stage, from the launching register on:
cell and delay (ps):
sky130_fd_sc_hd__dfxtp_1 330, sky130_fd_sc_hd__o31ai_1 60, sky130_fd_sc_hd__a21oi_1 60
through the flow:
stage / total power (uW) / instances / cell area (sq um)
4_1_cts: 469 / 287 / 1990
3_5_place_dp: 286 / 281 / 1910
6_report: 465 / 287 / 1990
3_3_place_gp: 285 / 281 / 1910
5_1_grt: 487 / 287 / 1990
2_1_floorplan: 295 / 271 / 2110
per-layer routing:
metal	global-route usage, %	up-vias	share of wire [%]	routed length [um]
li1	-	814	-	-
met1	31.6	750	52	1900
met2	28.4	48	41	1500
met3	3.93	5	5.6	203
met4	2.99	0	1.3	48
met5	0	-	0	0
cell type report:
| class | instances | area (sq um) | area share (%) |
|---|---|---|---|
| multi-input cells | 187 | 1100 | 55.3 |
| flip-flops and latches | 34 | 681 | 34.2 |
| clock buffers | 6 | 82.6 | 4.15 |
| well taps | 48 | 60.1 | 3.02 |
| repair buffers | 4 | 37.5 | 1.88 |
| inverters | 8 | 30.0 | 1.51 |
power by group:
part | switching (uW) | internal [uW]
Combinational | 13.6 | 8.69
Sequential | 3.54 | 254
Clock | 86.8 | 98.3
final timing paths:
path                           from                      to  slack (ps)
min          count[30]$_SDFFE_PN0P_  count[30]$_SDFFE_PN0P_         490
min reg2reg  count[30]$_SDFFE_PN0P_  count[30]$_SDFFE_PN0P_         490
max reg2reg   count[5]$_SDFFE_PN0P_  count[19]$_SDFFE_PN0P_        3250
max                          EN_put  count[19]$_SDFFE_PN0P_        2320
Power figures rest on the tool's default switching activity, not on a simulated workload.
